<file path="run.sh">
#!/bin/bash
# OpenROAD 26Q1-2900-gdf79404cd8, Yosys 0.63+post, stock flow scripts
make -C /OpenROAD-flow-scripts/flow DESIGN_CONFIG=/design/flow/config.mk WORK_HOME=/design/flow/orfs finish
</file>
<file path="config.mk">
export PLATFORM = sky130hd
export DESIGN_NAME = alarm_clock_top
export DESIGN_NICKNAME = alarm_clock_top
export VERILOG_FILES = /design/flow/design.v
export SDC_FILE = /design/flow/constraint.sdc
export NUM_CORES = 4
export LEC_CHECK = 1
export CORE_UTILIZATION = 50
</file>
<file path="constraint.sdc">
current_design alarm_clock_top

set clk_period 4.6
set clk_io_pct 0.2

create_clock -name clk0 -period $clk_period [get_ports {clock}]

set non_clock_inputs [all_inputs -no_clocks]
set_input_delay [expr $clk_period * $clk_io_pct] -clock clk0 $non_clock_inputs
set_output_delay [expr $clk_period * $clk_io_pct] -clock clk0 [all_outputs]
</file>
<file path="design.v">
module aclk_lcd_driver (show_a,Show_new_time,Alarm_time,Current_time,Key,Sound,Displaytime);
input Show_new_time,show_a; 
input  [3:0] Alarm_time,Current_time,Key;
output reg Sound;
output reg [7:0] Displaytime;
reg [3:0]display_value ;
parameter ZERO   = 8'h30;
parameter ONE    = 8'h31;
parameter TWO    = 8'h32;
parameter THREE  = 8'h33;
parameter FOUR   = 8'h34;
parameter FIVE   = 8'h35;
parameter SIX    = 8'h36;
parameter SEVEN  = 8'h37;
parameter EIGHT  = 8'h38;
parameter NINE   = 8'h39;
parameter ERROR  = 8'h3A;
always @(Alarm_time or Current_time or Key or show_a or Show_new_time)
begin
if(show_a && ~Show_new_time) 
display_value = Alarm_time ;
else if(~show_a && ~Show_new_time)
display_value = Current_time ;
else if(~show_a && Show_new_time)
display_value = Key;
if(Current_time==Alarm_time)
Sound=1;
else
Sound=0;
end
always @(display_value)
begin 
    case (display_value)
          4'd0 : Displaytime = ZERO;
          4'd1 : Displaytime = ONE;
          4'd2 : Displaytime = TWO;
          4'd3 : Displaytime = THREE;
          4'd4 : Displaytime = FOUR;
          4'd5 : Displaytime = FIVE;
          4'd6 : Displaytime = SIX;
          4'd7 : Displaytime = SEVEN;
          4'd8 : Displaytime = EIGHT;
          4'd9 : Displaytime = NINE;
       default : Displaytime = ERROR;
endcase 
end
endmodule
module aclk_timegen (clk,reset,reset_count,fast_watch,one_minute,one_second);
input clk,reset,reset_count,fast_watch;
output reg one_minute,one_second;
reg [13:0] count ;
reg one_minute_reg;
always @ (posedge clk or posedge reset ) 
begin
if(reset )
begin
count<=14'h0;
 one_minute_reg<=1'b0;
end
else if(reset_count)
begin
count<=14'h0;
 one_minute_reg<=1'b0;
end
else if(count [13:0]== 14'd15359)
begin
count <=14'h0;
 one_minute_reg<=1'b1;
 end
 else
begin
count<=count + 1'h1;
one_minute_reg<=1'b0;
 end
 end
 always @ (posedge clk or posedge reset ) 
 begin
if(reset )
begin
 one_second<=1'b0;
end
else if(reset_count)
begin
 one_second<=1'b0;
end
else if(count [7:0]== 8'd255)
begin
 one_second<=1'b1;
 end
 else
begin
one_second<=1'b0;
 end
 end
 always @(*)
 begin 
 if(fast_watch)
 one_minute=one_second;
 else
 one_minute=one_minute_reg;
 end
 endmodule 
module alarm_clock_top(clock,
	               key,
		       reset,
		       time_button,
		       alarm_button,
		       fastwatch,
		       ms_hour,
		       ls_hour,
		       ms_minute,
		       ls_minute,
		       alarm_sound);
input clock,
      reset,
      time_button,
      alarm_button,
      fastwatch;
input [3:0] key;
output [7:0] ms_hour,
	     ls_hour,
	     ms_minute,
	     ls_minute;
output alarm_sound;
wire one_second, 
     one_minute,
     load_new_c,
     load_new_a,
     show_current_time,
     show_a,
     shift,
     reset_count;
wire [3:0] key_buffer_ms_hr,
           key_buffer_ls_hr,
           key_buffer_ms_min,
           key_buffer_ls_min,
           current_time_ms_hr,
           current_time_ls_hr,
           current_time_ms_min,
           current_time_ls_min,
           alarm_time_ms_hr,
           alarm_time_ls_hr,
           alarm_time_ms_min,
           alarm_time_ls_min;
aclk_timegen tgen1   (.clk(clock),
                .reset(reset),
                .fast_watch(fastwatch),
                .one_second(one_second),
                .one_minute(one_minute),
                .reset_count(reset_count));
counter count1 (.one_minute(one_minute),
                .new_current_time_ms_min(key_buffer_ms_min),
                .new_current_time_ls_min(key_buffer_ls_min),
                .new_current_time_ms_hr(key_buffer_ms_hr),
                .new_current_time_ls_hr(key_buffer_ls_hr),
                .load_new_c(load_new_c),
                .clk(clock),
                .reset(reset),
                .current_time_ms_min(current_time_ms_min),
                .current_time_ls_min(current_time_ls_min),
                .current_time_ms_hr(current_time_ms_hr),
                .current_time_ls_hr(current_time_ls_hr)
                );
alarm_reg alreg (.new_alarm_ms_hr(key_buffer_ms_hr),
              .new_alarm_ls_hr(key_buffer_ls_hr),
              .new_alarm_ms_min(key_buffer_ms_min),
              .new_alarm_ls_min(key_buffer_ls_min),
              .load_new_alarm(load_new_a),
              .clock(clock),
              .reset(reset),
              .alarm_time_ms_hr(alarm_time_ms_hr),
              .alarm_time_ls_hr(alarm_time_ls_hr),
              .alarm_time_ms_min(alarm_time_ms_min),
              .alarm_time_ls_min(alarm_time_ls_min));
keyreg keyreg1(.reset(reset),
               .clock(clock),
               .shift(shift),
               .key(key),
               .key_buffer_ls_min(key_buffer_ls_min),
               .key_buffer_ms_min(key_buffer_ms_min),
               .key_buffer_ls_hr(key_buffer_ls_hr),
               .key_buffer_ms_hr(key_buffer_ms_hr)
               );
fsm   fsm1  (.clock(clock),
            .reset(reset),
            .one_second(one_second),
            .time_button(time_button),
            .alarm_button(alarm_button),
            .key(key),
            .load_new_a(load_new_a),
            .show_a(show_a),
            .reset_count(reset_count),
            .show_new_time(show_current_time),              
            .load_new_c(load_new_c),              
            .shift(shift)
             );
lcd_driver_4 lcd_disp  (.alarm_time_ms_hr(alarm_time_ms_hr),
               .alarm_time_ls_hr(alarm_time_ls_hr),
               .alarm_time_ms_min(alarm_time_ms_min),
               .alarm_time_ls_min(alarm_time_ls_min),
               .current_time_ms_hr(current_time_ms_hr),
               .current_time_ls_hr(current_time_ls_hr),
               .current_time_ms_min(current_time_ms_min),
               .current_time_ls_min(current_time_ls_min),
               .key_ms_hr(key_buffer_ms_hr),
               .key_ls_hr(key_buffer_ls_hr),
               .key_ms_min(key_buffer_ms_min),
               .key_ls_min(key_buffer_ls_min),
               .show_a(show_a),
               .show_current_time(show_current_time),
               .display_ms_hr(ms_hour),
               .display_ls_hr(ls_hour),
               .display_ms_min(ms_minute),
               .display_ls_min(ls_minute),
               .sound_a(alarm_sound));
endmodule
module alarm_reg (new_alarm_ms_hr,
              new_alarm_ls_hr,
              new_alarm_ms_min,
              new_alarm_ls_min,
              load_new_alarm,
              clock,
              reset,
              alarm_time_ms_hr,
              alarm_time_ls_hr,
              alarm_time_ms_min,
              alarm_time_ls_min );
input load_new_alarm,clock,reset;
input [3:0]new_alarm_ms_hr,
              new_alarm_ls_hr,
              new_alarm_ms_min,
              new_alarm_ls_min;
output reg [3:0]alarm_time_ms_hr,
              alarm_time_ls_hr,
              alarm_time_ms_min,
              alarm_time_ls_min ;  
always @(posedge clock or posedge  reset)
begin 
if(reset)
begin 
alarm_time_ms_hr<=0;
              alarm_time_ls_hr<=0;
              alarm_time_ms_min<=0;
              alarm_time_ls_min <=0;
				  end
else if( load_new_alarm==1)
begin
alarm_time_ms_hr<=new_alarm_ms_hr;
              alarm_time_ls_hr<=new_alarm_ls_hr;
              alarm_time_ms_min<=alarm_time_ms_min;
              alarm_time_ls_min <=alarm_time_ls_min;
				  end
				  end
				  endmodule
module counter (clk,
	        reset,
		one_minute,
		load_new_c,
		new_current_time_ms_hr,
		new_current_time_ms_min,
		new_current_time_ls_hr,
		new_current_time_ls_min,
		current_time_ms_hr,
		current_time_ms_min,
		current_time_ls_hr,
		current_time_ls_min);
input clk,reset,one_minute,load_new_c;
output reg [3:0] current_time_ms_hr,
		current_time_ms_min,
		current_time_ls_hr,
		current_time_ls_min;
input [3:0] new_current_time_ms_hr,
		new_current_time_ms_min,
		new_current_time_ls_hr,
		new_current_time_ls_min;
always @(posedge clk or posedge reset )
begin
if(reset)
begin
current_time_ms_hr<=0;
		current_time_ms_min<=0;
		current_time_ls_hr<=0;
		current_time_ls_min<=0;
end
else if(load_new_c)
begin
current_time_ms_hr<=new_current_time_ms_hr;
		current_time_ms_min<=new_current_time_ms_min;
		current_time_ls_hr<=new_current_time_ls_hr;
		current_time_ls_min<=new_current_time_ls_min;
end
else if(one_minute)
begin
if(current_time_ms_hr==4'h2 &&
		current_time_ms_min==4'h5 &&
		current_time_ls_hr==4'h3 &&
		current_time_ls_min==4'h9)
		begin
		current_time_ms_hr<=0;
		current_time_ms_min<=0;
		current_time_ls_hr<=0;
		current_time_ls_min<=0;
		end
else if (current_time_ms_min==4'h5 &&
		current_time_ls_hr==4'h9 &&
		current_time_ls_min==4'h9)	
		begin
		current_time_ms_hr<=current_time_ms_hr+1;
		current_time_ms_min<=0;
		current_time_ls_hr<=0;
		current_time_ls_min<=0;
		end	
else if (current_time_ms_min==4'h5 &&
		current_time_ls_min==4'h9)	
		begin
		current_time_ms_min<=0;
		current_time_ls_hr<=current_time_ls_hr+1;
		current_time_ls_min<=0;
		end		
else if(current_time_ls_min==4'h9)
begin
current_time_ls_min<=0;
current_time_ms_min<=current_time_ms_min+1;
end
else
begin
current_time_ls_min <= current_time_ls_min + 1'b1;
end
end
end
endmodule
module fsm (clock,
            reset,
            one_second,
            time_button,
            alarm_button,
            key,
            reset_count,
            load_new_a,
            show_a,
            show_new_time,              
            load_new_c,              
            shift);
input clock,reset,one_second,alarm_button,time_button;
input [3:0] key;
output reset_count,load_new_c,show_new_time,show_a,load_new_a,shift;       
reg [2:0] pre_state,next_state;
wire time_out;
reg [3:0] count1,count2;
parameter SHOW_TIME         = 3'b000;
parameter KEY_ENTRY         = 3'b001;
parameter KEY_STORED        = 3'b010; 
parameter SHOW_ALARM        = 3'b011;
parameter SET_ALARM_TIME    = 3'b100;
parameter SET_CURRENT_TIME  = 3'b101;
parameter KEY_WAITED        = 3'b110;
parameter NOKEY             = 10;
always @ (posedge clock or posedge reset)
begin
if(reset)
count1<=1'b0;
else if (pre_state!=KEY_ENTRY)
count1<=1'b0;
else if (count1==4'b1001)
count1<=1'b0;
else if (one_second)
count1<=count1+1;
end
 always @ (posedge clock or posedge reset)
begin
if(reset)
count2<=1'b0;
else if (pre_state!=KEY_WAITED)
count2<=1'b0;
else if (count1==4'b1001)
count2<=1'b0;
else if (one_second)
count2<=count1+1;
end
assign time_out = ((count1==9)||(count2==9))?0:1;
always @ (posedge clock or posedge reset) 
begin
if(reset)
pre_state=SHOW_TIME;
else 
pre_state=next_state; 
end
always @ (pre_state or key or alarm_button or time_button or time_out)
begin
  case(pre_state)
       SHOW_TIME  : begin
		        if(alarm_button)
		         next_state=SHOW_ALARM;
                 else if(key !=NOKEY)
		             next_state=KEY_STORED;
           		 else
		           next_state=SHOW_TIME;
                    end
       KEY_STORED : next_state = KEY_WAITED;
       KEY_WAITED : begin
                    if (key== NOKEY)
						  next_state=KEY_ENTRY;
						  else if (count1==4'b1001)
						  next_state=SHOW_TIME;
						  else
						  next_state=KEY_WAITED;
	           end
       KEY_ENTRY  : begin
                    if(alarm_button)
						  next_state=SET_ALARM_TIME;
                      else if (time_button)
							 next_state=SET_CURRENT_TIME;
                    else if(count2==4'b1001)
						  next_state=SHOW_TIME;
                     else if(key!=NOKEY)
							next_state=KEY_STORED;
		       else
				 next_state=KEY_ENTRY;
                    end
      SHOW_ALARM  : begin
                      	  if(alarm_button)
								  next_state=SHOW_ALARM;
								  else
								  next_state=SHOW_TIME;
								  end
   SET_ALARM_TIME : next_state=SHOW_TIME;
   SET_CURRENT_TIME : next_state=SHOW_TIME;
          default : next_state = SHOW_TIME;
  endcase
end     
assign show_new_time=((pre_state==KEY_ENTRY)||(pre_state==KEY_STORED)||(pre_state==KEY_WAITED)) ?1:0;
assign show_a=(pre_state ==SHOW_ALARM)?1:0;
assign load_new_a=(pre_state==SET_ALARM_TIME)?1:0;
assign load_new_c =(pre_state==SET_CURRENT_TIME)?1:0;
assign reset_count=(pre_state==SET_CURRENT_TIME)?1:0;
assign shift=(pre_state==KEY_STORED)?1:0;
endmodule
module keyreg(reset,
              clock,
              shift,
              key,
              key_buffer_ls_min,
              key_buffer_ms_min,
              key_buffer_ls_hr,
              key_buffer_ms_hr);
input reset,clock,shift;
input [3:0] key ;
output reg [3:0] key_buffer_ls_min,
              key_buffer_ms_min,
              key_buffer_ls_hr,
              key_buffer_ms_hr;
always @ (posedge clock or posedge reset)
begin
if(reset)
begin
	key_buffer_ls_min<=0;
              key_buffer_ms_min<=0;
              key_buffer_ls_hr<=0;
              key_buffer_ms_hr<=0;	  
end
else if (shift)
begin
key_buffer_ls_min<=key;
key_buffer_ms_min<=key_buffer_ls_min;
key_buffer_ls_hr<=key_buffer_ms_min;
key_buffer_ms_hr<=key_buffer_ls_hr;
end
end
endmodule
module lcd_driver_4 ( alarm_time_ms_hr,
                      alarm_time_ls_hr,
                      alarm_time_ms_min,
                      alarm_time_ls_min,
                      current_time_ms_hr,
                      current_time_ls_hr,
                      current_time_ms_min,
                      current_time_ls_min,
                      key_ms_hr,
                      key_ls_hr,
                      key_ms_min,
                      key_ls_min,
                      show_a,
                      show_current_time,
                      display_ms_hr,
                      display_ls_hr,
                      display_ms_min,
                      display_ls_min,
                      sound_a);
input show_a,
      show_current_time;
input [3:0] alarm_time_ms_hr,
            alarm_time_ls_hr,
            alarm_time_ms_min,
            alarm_time_ls_min,
            current_time_ms_hr,
            current_time_ls_hr,
            current_time_ms_min,
            current_time_ls_min,
            key_ms_hr,
            key_ls_hr,
            key_ms_min,
            key_ls_min;
output [7:0]  display_ms_hr,
                      display_ls_hr,
                      display_ms_min,
                      display_ls_min;
output sound_a;
wire sound_alarm1,sound_alarm2,sound_alarm3,sound_alarm4;
assign sound_a = sound_alarm1 & sound_alarm2 & sound_alarm3 & sound_alarm4;
aclk_lcd_driver MS_HR (.Alarm_time(alarm_time_ms_hr), 
                  .Current_time(current_time_ms_hr),
                  .Key(key_ms_hr),
                  .show_a(show_a),
                  .Show_new_time(show_current_time),
                  .Displaytime(display_ms_hr),
                  .Sound(sound_alarm1));
aclk_lcd_driver LS_HR (.Alarm_time(alarm_time_ls_hr), 
                  .Current_time(current_time_ls_hr),
                  .Key(key_ls_hr),
                  .show_a(show_a),
                  .Show_new_time(show_current_time),
                  .Displaytime(display_ls_hr),
                  .Sound(sound_alarm2));
aclk_lcd_driver MS_MIN (.Alarm_time(alarm_time_ms_min), 
                  .Current_time(current_time_ms_min),
                  .Key(key_ms_min),
                  .show_a(show_a),
                  .Show_new_time(show_current_time),
                  .Displaytime(display_ms_min),
                  .Sound(sound_alarm3));						
aclk_lcd_driver LS_MIN (.Alarm_time(alarm_time_ls_min), 
                  .Current_time(current_time_ls_min),
                  .Key(key_ls_min),
                  .show_a(show_a),
                  .Show_new_time(show_current_time),
                  .Displaytime(display_ls_min),
                  .Sound(sound_alarm4));
endmodule
</file>
==> reports/metrics.sh <==
PATH_DELAY_FAMILY='simple AND/OR/NAND/NOR gates'
WORST_EP_ARRIVAL_TIME_PS=1960
CRIT_PATH_TOP_DELAY_CELL='clkdlybuf4s50_1'
CATEGORY_OF_THE_CRITICAL_SETUP_TIMING_PATH='flip-flop to output port'
SYNTH.YOSYS.NUM_CELLS=428
HOLD_BUFFERS=0
SYNTH.CELLMIX.XORXNORSHARE_PCT=3.660
TOTALNEGATIVESETUPSLACK_PS=0
POST_ROUTE_CELLS_DRIVE_ABOVE_1_SHARE_PCT=12.20
SYN_INST=428
AREA.GROWTH.SYNTH_TO_FINAL_PCT=10.46
DIE_AREA_SQ_MM=0.008991
TOTAL_POWER_mW=1.636
DRT_FIRST_ITER_VIOLATIONS=182
REGMOSTFLOPS='tgen1.count'
ROUTED_WIRE_LENGTH_PER_INSTANCE_UM=14.98
SYNTH_CHIP_AREA_SQ_MM=0.004308
POST-ROUTE-PERIOD-UTIL_PCT=62.55
LAY_TOP_COUNT='dfrtp_1'
CRIT_PATH_DRT_PS=3680
FINAL.SETUP_SKEW_PS=10.45
TRACK_USAGE_PCT=20.99
LAYOUT_MIN_CYCLE_TIME_PS=2877
ROUTE.DETAILED.DRC=0
ROUTED_WL_MM=8.327
CLK-INSERTION-DELAY-LATE_PS=330
AREA_OF_THE_PLACEABLE_CORE_SQ_MM=0.008258
SYNTH.LIB_CELLS_USED.DISTINCT=62
GRT_START_MAX_NET_PINS=59
TIMING.HOLD.WORST.CLASS='flip-flop to flip-flop'
POWER_PER_CELL_AREA_mW_PER_MM2=343.9
HTREE_NUM_LEVELS=3
PLACED_AREA_SQ_MM=0.004561
VDD_IR_DROP_MAX_mV=0.1790
CTS_BUFFERS=9
WORSTMARGINPINSLEW_PS=730.5
POSTCTSSETUPREPAIRBUFS=0
YS_SH_SIMPLE_PCT=15.86
SYNTHAOIAREAFRAC_PCT=13.88
SYN_AREA_PER_CELL_SQ_UM=10.07
DIE.SIZE.Y_UM=94.82
LAYOUT_TOP_CELLS='dfrtp_1, nand2_1, mux2_2'
DRTANTENNAVIOLNETS=0
FP_UTIL_PCT=52.17
DOMINANT_SYNTHESIZED_FLOP_CELL='dfrtp_1'
POST-DP-HPWL_MM=5.821
IO-PIN-COUNT=42
SYNTH-SEQ-CELLS=87
SYNTH.LOGIC.TOP_FAMILY='simple AND/OR/NAND/NOR gates'
SETUP_REPAIR_AFTER_GLOBAL_ROUTING_MISSED_ITS_MARGIN='false'
CLOCK_TREE.ROOT_CELL='clkbuf_8'
MAXSLEWHEADROOM_PCT=51.30
CTSRESIZECOUNT=0
ADDER_SHARE_PCT=3.776
STD_CELL_ROWS=33
ANTENNADIODECOUNT=0
NUM_VIAS=3034
WORSTPATHBUFFERINVERTERCOUNT=1
MAXCAPVIOLATIONS=0
MAXIMUM_CLOCK_RATE_GHz=0.3476
DIE_W_UM=94.82
FIN_HOLD_WS_PS=485.6
SYNTH_ASYNC_SR_FLOP_SHARE_PCT=81.61
NUMBER_OF_REGISTER_PINS_THAT_NO_CLOCK_REACHES=16
PLACE.PORT_BUFFERS=25
FINAL_HOLD_FAILS=0
CTS_BUFFER_DEPTH=2
SLEW_VIOLATIONS=0
MAX_FFS_PER_REGISTER=14
VIAS_PER_CELL=5.457
SETUP_VIOL_COUNT_FINAL=0
TIMING.CRITICAL_PATH.FANOUT_MAX=6
SYNTH-WARNING-COUNT=6
ROUTABILITYCONGESTION=0.8226
CELLLEAKAGEPOWER_nW=2.080
CTS_TREE='yes'
CRITICAL-PATH-MAX-STAGE-DELAY_PS=500
UNTIMED_ENDPOINTS=32
DESIGN_AREA_SQ_MM=0.004758
DRT-PASS1-ITER-COUNT=4
TIMING.CRITICAL_PATH.CELLS='nor4_1 -> nand3_1 -> nor3_1 -> clkdlybuf4s50_1'
OVERFLOW=0
START_KIND='flip-flop'
FINAL_CRITICAL_PATH_SETUP_SLACK_PS=1723
DETAILEDPLACE.WORSTSLACK_PS=1930
YS_SH_MUX_PCT=8.888
WIRE_LENGTH_OF_THE_FIRST_GLOBAL_ROUTING_PASS_MM=13.96
CLOCK_PIN_SLEW_WORST_SETUP_AND_HOLD_PATHS_PS=70
OUTCOME='finished clean'
SYN_AREA_SQ_MM=0.004308
NUMBER_OF_ANTENNA_VIOLATIONS_AT_THE_FIRST_CHECK_IN_GLOBAL_ROUTING=0
END_KIND='output port'
OPENROAD.WARNINGS=32
EDF_COUNT=0
FIRST_GLOBAL_VIAS=2779
==> logic make-up after synthesis <==
family,Yosys count
compound gates,90
xor+xnor,18
fa+ha+maj,13
buf+inv,56
flops,71
latches,16
mux,35
other cells,2
simple gates,127
==> through the flow <==
stage / instances / util (%)
3_5_place_dp: 541 / 55.23
5_1_grt: 556 / 57.62
3_3_place_gp: 541 / 55.23
6_report: 556 / 57.62
2_1_floorplan: 442 / -
4_1_cts: 556 / 57.62
==> area by class of cell <==
class / instances / area (sq um)
Clock buffer: 12 / 155.1
Sequential cell: 87 / 2018
Tap cell: 105 / 131.4
Timing Repair Buffer: 31 / 295.3
Inverter: 19 / 71.32
Multi-Input combinational cell: 299 / 2044
Clock inverter: 3 / 42.54
Fill cell: 727 / 3500
==> synthesized netlist by cell type (3+ instances only) <==
cell / count / area, sq um
nor2_1: 24 / 90.09
nand2_1: 34 / 127.6
and2_1: 6 / 37.54
a221oi_1: 3 / 26.28
dlxtn_1: 16 / 240.2
clkbuf_1: 9 / 33.78
nor3_1: 8 / 40.04
buf_2: 4 / 20.02
ha_1: 13 / 162.7
nand3b_1: 4 / 30.03
or3_1: 6 / 37.54
inv_1: 19 / 71.32
mux2i_1: 9 / 90.09
nand4_1: 4 / 25.02
dfrtp_1: 70 / 1752
and3b_1: 4 / 35.03
a21o_1: 4 / 30.03
mux2_2: 26 / 292.8
o31ai_1: 7 / 52.55
a22oi_1: 6 / 45.04
nand3_1: 8 / 40.04
o21ai_0: 25 / 125.1
xnor2_1: 16 / 140.1
buf_4: 20 / 150.1
nand2b_1: 7 / 43.79
buf_1: 3 / 11.26
nor2b_1: 5 / 31.28
nor4bb_1: 3 / 30.03
or4_1: 4 / 30.03
a21oi_1: 19 / 95.09
==> where the power goes <==
group	total, mW	internal, mW	switching (mW)
Combinational	0.296	0.143	0.153
Clock	0.497	0.277	0.221
Sequential	0.843	0.728	0.115
==> worst reg2reg max path, cell delays in order (launching register included) <==
cell and delay [ps]:
dfrtp_1 430, inv_1 110, ha_1 150, nor4b_1 510, a211oi_2 270, nor2_1 280, mux2_2 370
==> final timing paths <==
kind | from | endpoint | slack (ps) | depth (start not counted)
min in group asynchronous | reset | fsm1.count2[1] | 850 | 2
max in group asynchronous | reset | count1.current_time_ls_hr[3] | 2720 | 3
worst max-delay path | count1.current_time_ls_min[2] | alarm_sound | 1720 | 4
worst min register to register | tgen1.count[0] | tgen1.count[0] | 490 | 1
worst min-delay path | tgen1.count[0] | tgen1.count[0] | 490 | 1
worst max register to register | count1.current_time_ms_hr[0] | count1.current_time_ms_hr[1] | 2370 | 6
==> routing by layer <==
| metal | track usage, % | vias to the layer above | wire, um |
|---|---|---|---|
| met5 | 0 | - | 0 |
| met4 | 2.399 | 0 | 100 |
| met3 | 3.840 | 8 | 348 |
| met2 | 30.46 | 66 | 3639 |
| met1 | 35.57 | 1441 | 4239 |
| li1 | - | 1519 | - |
Power is estimated from default activity; no workload was simulated.
